$ cat flow/design.v
module pilhaDeDados
#(parameter DATA_WIDTH=16, parameter ADDR_WIDTH=10)
(
	input [(DATA_WIDTH-1):0] data,
	input reset,
	input we, read_clock, write_clock,
	output reg [(DATA_WIDTH-1):0] q,
	output overflow, underflow, empty
);
	reg [DATA_WIDTH-1:0] ram[2**ADDR_WIDTH-1:0];
	reg [DATA_WIDTH-1:0] TOS;
	assign overflow = (TOS > 2**ADDR_WIDTH);
	assign underflow = (TOS == 16'b1111111111111111);
	assign empty = (TOS == 16'b00000000000000000);
	always @ (posedge write_clock)
	begin
		if(reset == 1)
			TOS <= 16'b00000000000000000;
		else if (we)
			begin
				ram[TOS] <= data;
				TOS <= TOS + 16'b00000000000000001;
			end
		else
			begin
				TOS <= TOS - 16'b00000000000000001;
			end
	end
	always @ (posedge read_clock)
	begin
		q <= ram[TOS - 16'b00000000000000001];
	end
endmodule 
$ cat flow/run.sh
#!/bin/bash
# OpenROAD 26Q1-2900-gdf79404cd8, Yosys 0.63+post, stock flow scripts
make -C /OpenROAD-flow-scripts/flow DESIGN_CONFIG=/design/flow/config.mk WORK_HOME=/design/flow/orfs finish
$ cat flow/config.mk
export PLATFORM = sky130hd
export DESIGN_NAME = pilhaDeDados
export DESIGN_NICKNAME = pilhaDeDados
export VERILOG_FILES = /design/flow/design.v
export SDC_FILE = /design/flow/constraint.sdc
export NUM_CORES = 4
export LEC_CHECK = 1
export CORE_UTILIZATION = 30
export SYNTH_MEMORY_MAX_BITS = 65536
$ cat flow/constraint.sdc
current_design pilhaDeDados

set clk_period 944.7
set clk_io_pct 0.2

create_clock -name clk0 -period $clk_period [get_ports {read_clock}]
create_clock -name clk1 -period $clk_period [get_ports {write_clock}]

set non_clock_inputs [all_inputs -no_clocks]
set_input_delay [expr $clk_period * $clk_io_pct] -clock clk0 $non_clock_inputs
set_output_delay [expr $clk_period * $clk_io_pct] -clock clk0 [all_outputs]
==> report_table.html <==
<p>Metrics extracted from the flow reports.</p>
<table>
<tr><th>Metric</th><th>Value</th></tr>
<tr><th colspan="2">Timing</th></tr>
<tr><td>Setup repair after global routing missed its margin</td><td>false</td></tr>
<tr><td>Number of hold-slack violations in the final timing report</td><td>0</td></tr>
<tr><td>Relative slew slack</td><td>0.118</td></tr>
<tr><td>Crit path setup slack, layout</td><td>751170 ps</td></tr>
<tr><td>Setup tns final</td><td>0 ps</td></tr>
<tr><td>Count of final max-slew check failures</td><td>0</td></tr>
<tr><td>Count of endpoints failing setup in the final report</td><td>0</td></tr>
<tr><td>Fin Clk Skew</td><td>200 ps</td></tr>
<tr><td>Transition time of the tightest slew-check pin</td><td>between 1000 and 1500 ps</td></tr>
<tr><th colspan="2">Synth</th></tr>
<tr><td>Share of synthesized area spent on multiplexers</td><td>0.148</td></tr>
<tr><td>Area leader, netlist</td><td>edfxtp_1</td></tr>
<tr><td>Main flop type</td><td>edfxtp_1</td></tr>
<tr><td>Prevailing logic family in the synthesized netlist</td><td>multiplexers</td></tr>
<tr><td>Most instantiated cells after synthesis</td><td>16400 x edfxtp_1, 4096 x mux4_2, 1108 x clkbuf_1, 1054 x nor2_1, 649 x a21boi_0</td></tr>
<tr><td>Post-Synth Simple-Gate Area</td><td>0.0137</td></tr>
<tr><td>Total cells reported by yosys after synthesis</td><td>around 27000</td></tr>
<tr><td>Total number of yosys warnings</td><td>1</td></tr>
<tr><td>EDFF count, synth</td><td>approximately 16000</td></tr>
<tr><td>Complex Gates by Area</td><td>0.0376</td></tr>
<tr><td>Async S/R FF share, synth</td><td>0</td></tr>
<tr><td>Synth cell types</td><td>about 63</td></tr>
<tr><td>Synthesis area per yosys</td><td>about 620000 µm²</td></tr>
<tr><td>Post-Syn Area per Cell</td><td>about 23 µm²</td></tr>
<tr><td>Post-synth regs</td><td>16400</td></tr>
<tr><td>Mapped Area</td><td>approximately 620000 µm²</td></tr>
<tr><td>Synth Area in Adders</td><td>0.000100</td></tr>
<tr><td>Most popular library cell in the synthesized design by count</td><td>edfxtp_1</td></tr>
<tr><td>Top area contributor share</td><td>0.788</td></tr>
<tr><td>Synth top area cells</td><td>edfxtp_1 79%, mux4_2 15%, a22o_1 0.89%</td></tr>
<tr><td>Count of mapped cells out of synthesis</td><td>between 20000 and 30000</td></tr>
<tr><td>Yosys xor share</td><td>0.000238</td></tr>
<tr><td>Seq share, synth</td><td>0.789</td></tr>
<tr><th colspan="2">Place</th></tr>
<tr><td>Total half-perimeter wirelength after legalization and detailed placement</td><td>about 1100000 µm</td></tr>
<tr><td>Number of buffers added on ports</td><td>37</td></tr>
<tr><td>Place WS</td><td>750020 ps</td></tr>
<tr><td>GPL Wtd Cong</td><td>about 0.94</td></tr>
<tr><td>Post-DP Area</td><td>670000 µm²</td></tr>
<tr><th colspan="2">Setup path</th></tr>
<tr><td>Crit path DRT</td><td>approximately 760000 ps</td></tr>
<tr><td>Critical path type</td><td>reg2out</td></tr>
<tr><td>Register-to-Register Path Depth</td><td>15</td></tr>
<tr><td>Critical path launch point type</td><td>register</td></tr>
<tr><td>Launch point of the worst path</td><td>TOS[0]</td></tr>
<tr><td>Kind of capture point of the worst setup path</td><td>output port</td></tr>
<tr><td>Max FO, Critical Path</td><td>26</td></tr>
<tr><td>Flop2flop setup slack</td><td>around 930000 ps</td></tr>
<tr><td>Critical path data arrival time</td><td>4590 ps</td></tr>
<tr><td>Reg-to-reg startpoint</td><td>TOS[0]</td></tr>
<tr><td>Worst flop-to-flop path endpoint</td><td>q[1]</td></tr>
<tr><th colspan="2">Run</th></tr>
<tr><td>Number of OpenROAD warnings</td><td>37</td></tr>
<tr><td>Max Cap Viol</td><td>0</td></tr>
<tr><th colspan="2">Floorplan</th></tr>
<tr><td>Die Y-Extent</td><td>approximately 1400 µm</td></tr>
<tr><td>Total die size</td><td>between 2000000 and 2500000 µm²</td></tr>
<tr><td>Die X-Extent</td><td>roughly 1400 µm</td></tr>
<tr><td>Std-Cell Rows</td><td>between 500 and 600</td></tr>
<tr><td>Fraction of the core area occupied by cells at floorplan</td><td>0.301</td></tr>
<tr><td>Ports placed on the boundary</td><td>39</td></tr>
<tr><td>Floorplan core area</td><td>just over 2000000 µm²</td></tr>
<tr><th colspan="2">Min path</th></tr>
<tr><td>Kind of path behind the tightest hold check</td><td>reg2reg</td></tr>
<tr><td>Worst hold path stage count</td><td>2</td></tr>
<tr><td>Worst min-delay path startpoint</td><td>TOS[14]</td></tr>
<tr><td>Worst Hold Path EP</td><td>TOS[14]</td></tr>
<tr><th colspan="2">Global route</th></tr>
<tr><td>Global-route wire length before repair</td><td>between 2000000 and 3000000 µm</td></tr>
<tr><td>Residual overflow from global routing</td><td>0</td></tr>
<tr><td>Via count of the first global-routing pass</td><td>339000</td></tr>
<tr><td>Total GRT Usage</td><td>0.183</td></tr>
<tr><td>Largest net degree at the start of global routing</td><td>103</td></tr>
<tr><td>Initial antenna violation count</td><td>roughly 170</td></tr>
<tr><th colspan="2">Clock network</th></tr>
<tr><td>TritonCTS Sinks</td><td>about 16000</td></tr>
<tr><td>TritonCTS clock tree</td><td>done</td></tr>
<tr><td>Number of buffers added for setup after CTS</td><td>0</td></tr>
<tr><td>Hold buffer count at cts</td><td>0</td></tr>
<tr><td>Total of cells resized after clock tree synthesis</td><td>0</td></tr>
<tr><td>Clk pin slew, worst setup/hold paths</td><td>~60 ps</td></tr>
<tr><th colspan="2">Pwr</th></tr>
<tr><td>Static Leakage</td><td>between 200 and 250 nW</td></tr>
<tr><td>Power Density</td><td>between 2 and 2.5 nW/µm²</td></tr>
<tr><td>Maximum resistive drop on vdd</td><td>0.00000186 V</td></tr>
<tr><th colspan="2">Routing</th></tr>
<tr><td>Detailed-route via count</td><td>between 300k and 400k</td></tr>
<tr><td>Post-route DRC</td><td>0</td></tr>
<tr><td>Drt via density</td><td>about 5.1</td></tr>
<tr><td>Detail Route Antenna Nets</td><td>0</td></tr>
<tr><td>Number of detailed-routing iterations run before antenna repair</td><td>12</td></tr>
<tr><td>Average wire length per cell after detail routing</td><td>about 30 µm</td></tr>
<tr><td>First DRT Iteration DRCs</td><td>around 23000</td></tr>
<tr><td>Routed WL</td><td>between 1500000 and 2000000 µm</td></tr>
<tr><th colspan="2">Final layout</th></tr>
<tr><td>Fill cell count</td><td>187000</td></tr>
<tr><td>Area Growth Syn to Fin</td><td>16.2%</td></tr>
<tr><td>Share of cells above drive strength 1</td><td>0.290</td></tr>
<tr><td>Util after Layout</td><td>0.350</td></tr>
<tr><td>Cell area after layout</td><td>a little over 700000 µm²</td></tr>
<tr><th colspan="2">Outcome</th></tr>
<tr><td>Status</td><td>complete, no violations</td></tr>
</table>
## worst max-delay path, stage by stage (launching register included)
cell and delay (ps):
dfxtp_4 500, inv_1 220, ha_4 200, or4b_1 620, or3_1 530, nor3_2 510
buf_8 230, clkdlybuf4s50_1 480
## logic make-up after synthesis
| logic type | count (synthesis) |
|---|---|
| flops | 16400 |
| mux | 4100 |
| compound gates | 2983 |
| simple gates | 1945 |
| buf+inv | 1795 |
| xor+xnor | 17 |
| fa+ha+maj | 5 |
## state kept, by name (all words and copies together), names as in the netlist
name and cells:
TOS 16, ram 16384, q 16
## where the power goes
part | leakage, nW | internal [mW] | total, mW | switching (mW)
logic | 45.4 | 0.0740 | 0.243 | 0.169
registers | 147 | 0.802 | 0.803 | 0.000583
clock network | 26.6 | 0.389 | 0.662 | 0.273
## per-stage QoR
stage / power (mW) / hold slack [ps] / instances
after floorplan: 0.929 / 493 / 27300
after detailed placement: 1.06 / 541 / 55300
after CTS: 1.71 / 562 / 58300
after global routing: 1.75 / 602 / 58500
after global placement: 1.06 / 590 / 55300
final: 1.71 / 568 / 58700
## routing by layer
| metal | vias up | share of wire | GRT usage |
|---|---|---|---|
| met5 | - | 0.0032 | 0.0246 |
| met4 | 254 | 0.046 | 0.0696 |
| met3 | 3334 | 0.21 | 0.179 |
| met2 | 23000 | 0.46 | 0.265 |
| met1 | 153000 | 0.28 | 0.172 |
| li1 | 122000 | - | - |
## worst max path at each step
stage / end / slack, ps
finish: empty / 751170
CTS: empty / 751120
global route: empty / 751000
## area by class of cell
class                   instances  area, µm²  share of cell area
flip-flops and latches      16400     493000               0.679
multi-input cells            9050     125000               0.173
clock buffers                1959      43700              0.0602
well taps                   27600      34500              0.0476
repair buffers               2256      17600              0.0242
clock inverters              1044      10900              0.0150
diodes                        365        913             0.00126
inverters                      10       37.5           0.0000517
## layout by cell type, fill, tap and decap left out, types with 21 or more instances in the layout
cell type	synthesis	final
a2111oi_0	82	72
a211oi_1	550	546
a21boi_0	649	649
a221o_1	31	31
a221oi_1	52	52
a222oi_1	226	226
a22o_1	632	632
a22oi_1	280	280
a31oi_1	142	142
and2_1	25	24
buf_12	0	37
buf_4	14	2180
bufinv_16	0	217
clkbuf_1	1108	250
clkbuf_16	0	1708
clkdlybuf4s50_1	0	21
clkinv_1	1	331
clkinv_2	0	334
clkinvlp_4	0	94
dfxtp_1	32	30
diode_2	0	365
edfxtp_1	16400	16400
inv_6	0	35
mux4_2	4096	4096
nand2_1	326	285
nand2_4	0	37
nand3_1	276	265
nand4_1	104	104
nor2_1	1054	1053
nor4_1	69	39
nor4_2	0	26
o22ai_1	269	269
Power figures rest on the tool's default switching activity, not on a simulated workload.
