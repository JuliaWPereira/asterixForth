## design/flow/run.sh

```bash
#!/bin/bash
# OpenROAD 26Q1-2900-gdf79404cd8, Yosys 0.63+post, stock flow scripts
make -C /OpenROAD-flow-scripts/flow DESIGN_CONFIG=/design/flow/config.mk WORK_HOME=/design/flow/orfs finish
```

## design/flow/config.mk

```make
export PLATFORM = sky130hd
export DESIGN_NAME = pilhaDeRetorno
export DESIGN_NICKNAME = pilhaDeRetorno
export VERILOG_FILES = /design/flow/design.v
export SDC_FILE = /design/flow/constraint.sdc
export NUM_CORES = 4
export LEC_CHECK = 1
export CORE_UTILIZATION = 30
export SYNTH_MEMORY_MAX_BITS = 65536
```

## design/flow/constraint.sdc

```tcl
current_design pilhaDeRetorno

set clk_period 944.7
set clk_io_pct 0.2

create_clock -name clk0 -period $clk_period [get_ports {read_clock}]
create_clock -name clk1 -period $clk_period [get_ports {write_clock}]

set non_clock_inputs [all_inputs -no_clocks]
set_input_delay [expr $clk_period * $clk_io_pct] -clock clk0 $non_clock_inputs
set_output_delay [expr $clk_period * $clk_io_pct] -clock clk0 [all_outputs]
```

## design/flow/design.v

```verilog
module pilhaDeRetorno
#(parameter DATA_WIDTH=16, parameter ADDR_WIDTH=10)
(
	input [(DATA_WIDTH-1):0] data,
	input reset,
	input we, read_clock, write_clock,
	output reg [(DATA_WIDTH-1):0] q,
	output overflow, underflow, empty
);
	reg [DATA_WIDTH-1:0] ram[2**ADDR_WIDTH-1:0];
	reg [DATA_WIDTH-1:0] TOS;
	assign overflow = (TOS > 2**ADDR_WIDTH);
	assign underflow = (TOS == 16'b1111111111111111);
	assign empty = (TOS == 16'b00000000000000000);
	always @ (posedge write_clock)
	begin
		if(reset == 1)
			TOS <= 16'b00000000000000000;
		else if (we)
			begin
				ram[TOS] <= data;
				TOS <= TOS + 16'b00000000000000001;
			end
		else
			begin
				TOS <= TOS - 16'b00000000000000001;
			end
	end
	always @ (posedge read_clock)
	begin
		q <= ram[TOS - 16'b00000000000000001];
	end
endmodule 
```

==> flow_summary.ini <==
; yosys + openroad results
[power_and_ir_drop]
p_leak_nw = 219
switching_share_pct = 25.9
power_frac_clock_pct = 38.8
p_comb_share_pct = 14.3
internal_power_w = 0.00126
peakVddDrop_mv = 0.00186
switchingPower_w = 0.000443
p_seq_share_pct = 47.0
powerDensity_mw_per_mm2 = 2.35

[place]
numPortBuffers = 37
hpwl_mm = 1130
gp_congestion = 0.941
placed_area_mm2 = 0.670

[die]
num_io_pins = 39
die_area_mm2 = 2.09
die_h_mm = 1.44
coreArea_mm2 = 2.08
die_width_mm = 1.44
initCoreUtil_pct = 30.1
rows = 529

[cts]
cts_hold_buf = 0
ctsResizeCount = 0
post-cts-setup-buffer-count = 0
cts_sinks = 16400
clk_pin_slew_worst_paths_ps = 60
cts_tree = done

[worst_setup_path]
end_kind = output pin
slowest_delay_ps = 620
start_kind = register
worstPathMaxFanout = 26
crit_path_cell_trace = inv_1 > ha_4 > or4b_1 > or3_1 > nor3_2 > buf_8 > clkdlybuf4s50_1
crit_buf_inv = 3
required_ps = 755760
crit_family = simple AND/OR/NAND/NOR gates
cp_slowest_cell = or4b_1
worst_ep_arrival_time_ps = 4590
criticalPathCategory = reg2out

[drt]
wl_mm = 1800
vias = 302000
drt_iter0_drc = 23200
wl_per_cell_um = 30.6
ant_nets = 0
viasPerCell = 5.15
firstDrtPassIters = 12
drc_errors = 0

[final_layout]
drive_above_1_share_pct = 29.0
lay_top_cells = 16400 x edfxtp_1, 4096 x mux4_2, 2180 x buf_4
mostFrequentLayoutCell = edfxtp_1
synthToLayoutAreaGrowth_pct = 16.2
post-route-util_pct = 35.0
stdcell_area_mm2 = 0.726

[yosys]
ys.flops = 16400
edf_count = 16400
yosysTopAreaCell = edfxtp_1
yosys-top-cells-area = edfxtp_1 79%, mux4_2 15%, a22o_1 0.89%
ff_type = edfxtp_1
syn_inst = 27300
netlist_area_mm2 = 0.625
ys_cells = 27300
async_reset_ff_share_pct = 0
top_area_share_pct = 78.8
ys_seq_share_pct = 78.9
yosys_warnings = 1
synthDistinctLibCells = 63
syn_area_per_cell_um2 = 22.9
ys_area_mm2 = 0.625

[grt]
overflow = 0
use_met1_pct = 17.2
grt_pass1_vias = 339000
grt_first_pass_wirelength_mm = 2530
grt_use_met3_pct = 17.9
busiest_layer = met2
grt_max_degree = 103
grt_util_met2_pct = 26.5
antenna_found_initial = 165
grt_usage_pct = 18.3

[final_timing]
rsz0062_at_grt = false
totalNegativeSetupSlack_ps = 0
finalHoldViolCount = 0
setup_viol = 0
tightest_slew_ps = 1320
relSlewSlack_pct = 11.8
skew_ps = 200
drv_slew = 0

[job]
drv_cap = 0
warning_count = 37

[min_path]
hold_class = reg2reg

[run_status]
outcome = completed
==> flip-flops by register name (all words and copies together), names as in the netlist <==
name	flops
ram	16384
q	16
TOS	16
==> worst reg2reg max path: stages, from the launching register on <==
cell	delay (ps)
dfxtp_4	690
inv_1	220
ha_4	900
buf_4	940
buf_4	690
buf_4	730
buf_12	480
buf_4	640
buf_4	730
mux4_2	500
a22o_1	230
a221oi_1	800
a211oi_1	290
a31oi_1	840
nand4_1	610
or4_1	1060
==> per-stage QoR <==
step / power [W] / instances / hold WS [ps] / setup WS (ps)
6_report: 0.00171 / 58700 / 568 / 751170
2_1_floorplan: 0.000929 / 27300 / 493 / 752870
3_3_place_gp: 0.00106 / 55300 / 590 / 750130
5_1_grt: 0.00175 / 58500 / 602 / 751000
4_1_cts: 0.00171 / 58300 / 562 / 751120
3_5_place_dp: 0.00106 / 55300 / 541 / 750020
==> path summary, 6_finish.rpt <==
check | start | slack, ps | endpoint | cells after the start
min in group clk0 | ram[50][14]$_DFFE_PP_ | 2950 | q[14]$_DFF_P_ | 6
max | TOS[0]$_SDFF_PP0_ | 751170 | empty | 7
max in group clk1 | reset | 751280 | ram[785][0]$_DFFE_PP_ | 10
min reg2reg | TOS[14]$_SDFF_PP0_ | 570 | TOS[14]$_SDFF_PP0_ | 2
min | TOS[14]$_SDFF_PP0_ | 570 | TOS[14]$_SDFF_PP0_ | 2
max reg2reg | TOS[0]$_SDFF_PP0_ | 932990 | q[1]$_DFF_P_ | 15
==> cells by family after synthesis <==
| group | synth area share [%] |
|---|---|
| AOI/OAI and AO/OA | 3.76 |
| xor gates and xnor gates | 0.0238 |
| adders and majority gates | 0.0100 |
| buffers and inverters | 1.19 |
| DFF | 78.9 |
| muxes | 14.8 |
| and+or+nand+nor | 1.37 |
==> synth_stat cells (all sizes together) (22+ instances only) <==
cell type  instances
a211oi           550
edfxtp         16400
nor2            1054
and2              25
a31oi            142
a2111oi           82
a221o             31
mux4            4096
nor4              69
o22ai            269
a21boi           650
clkbuf          1108
nand3            276
buf              677
dfxtp             32
nand2            329
nand4            104
a222oi           226
a22oi            280
a22o             632
o21ai             22
a221oi            52
==> layer usage <==
layer	vias up	part of all wire, %	wire length (um)
met5	-	0.32	5830
met4	254	4.6	82300
met3	3334	21	377000
met2	23000	46	820000
met1	153000	28	512000
li1	122000	-	-
==> cell type report <==
class,instances,area [um2]
Timing Repair Buffer,2256,17600
Inverter,10,37.5
Antenna cell,365,913
Clock buffer,1959,43700
Clock inverter,1044,10900
Multi-Input combinational cell,9050,125000
Sequential cell,16400,493000
Fill cell,187000,1350000
Tap cell,27600,34500
==> power by group through the flow <==
stage | combinational, W | clock, W | sequential [W]
finish | 0.000243 | 0.000662 | 0.000803
CTS | 0.000240 | 0.000670 | 0.000802
global route | 0.000252 | 0.000698 | 0.000802
Power figures rest on the tool's default switching activity, not on a simulated workload.
