==> design/flow/design.v <==
module memoria
#(parameter DATA_WIDTH=16, parameter ADDR_WIDTH=10)
(
	input [(DATA_WIDTH-1):0] data,
	input [(ADDR_WIDTH-1):0] read_addr, write_addr,
	input we, read_clock, write_clock,
	output reg [(DATA_WIDTH-1):0] q
);
	reg [DATA_WIDTH-1:0] ram[2**ADDR_WIDTH-1:0];
	always @ (posedge write_clock)
	begin
		if (we)
			ram[write_addr] <= data;
	end
	always @ (posedge read_clock)
	begin
		q <= ram[read_addr];
	end
endmodule 
==> design/flow/run.sh <==
#!/bin/bash
# OpenROAD 26Q1-2900-gdf79404cd8, Yosys 0.63+post, stock flow scripts
make -C /OpenROAD-flow-scripts/flow DESIGN_CONFIG=/design/flow/config.mk WORK_HOME=/design/flow/orfs finish
==> design/flow/config.mk <==
export PLATFORM = sky130hd
export DESIGN_NAME = memoria
export DESIGN_NICKNAME = memoria
export VERILOG_FILES = /design/flow/design.v
export SDC_FILE = /design/flow/constraint.sdc
export NUM_CORES = 4
export LEC_CHECK = 1
export CORE_UTILIZATION = 30
export SYNTH_MEMORY_MAX_BITS = 65536
==> design/flow/constraint.sdc <==
current_design memoria

set clk_period 48.3
set clk_io_pct 0.2

create_clock -name clk0 -period $clk_period [get_ports {read_clock}]
create_clock -name clk1 -period $clk_period [get_ports {write_clock}]

set non_clock_inputs [all_inputs -no_clocks]
set_input_delay [expr $clk_period * $clk_io_pct] -clock clk0 $non_clock_inputs
set_output_delay [expr $clk_period * $clk_io_pct] -clock clk0 [all_outputs]
==> impl_metrics.tcl <==
# implementation run metrics
set metrics [dict create \
    antenna_found_initial 251 \
    grt_max_degree 143 \
    rows 533 \
    die_w_um 1450 \
    yosys_warnings 1 \
    drive_gt1_share_pct 29.6 \
    cp_data_required_time_ps 48440 \
    route.detailed.drc 0 \
    grt.overflow.total 0 \
    power.share.sequential_pct 52.4 \
    p_per_area_mw_per_mm2 40.8 \
    rsz0062_at_grt "no" \
    numPortBuffers 53 \
    warnings 76 \
    synthArstFlopShare_pct 0 \
    setup_violations 0 \
    worst_pin_slew_ps 1720 \
    ioPinCount 55 \
    drt-total-wl_um 2030000 \
    drt_iter0_markers 23400 \
    status "complete, but fails checks" \
    max_stage_delay_ps 750 \
    yosysTopAreaCell "edfxtp_1" \
    leakagePower_nw 227 \
    ir_drop_mv 0.0345 \
    via_per_inst 5.20 \
    cts.sinks 16400 \
    synth_flops 16400 \
    crit_chain "buf_16 -> buf_4 -> buf_4 -> buf_4 -> buf_4 -> buf_4 -> buf_4 -> buf_4 -> buf_4 -> mux4_2 -> mux4_2 -> a221oi_1 -> o21ai_0 -> buf_4 -> nand4_1 -> buf_4 -> nand4_1" \
    p_sw_mw 6.48 \
    worstSetupEndpointType "flop" \
    finalHoldWorstSlack_ps 2210 \
    vias 316000 \
    die-area_mm2 2.11 \
    edf_count 16400 \
    drv_slew 16 \
    place.gp.congestion 0.945 \
    avgSynthCellArea_um2 22.2 \
    crit_path_top_delay_cell "a221oi_1" \
    flop_cell "edfxtp_1" \
    core_mm2 2.10 \
    hpwl_um 1280000 \
    worstPathMaxFanout 58 \
    drt_pre_antenna_iters 6 \
    cts_resized 0 \
    critPathArrivalTime_ps 18260 \
    area_growth_pct 15.9 \
    critPathLaunchType "input pin" \
    final-hold-violation-count 0 \
    maxCapViolCount 4 \
    yosysChipArea_mm2 0.632 \
    yosysUniqueCellTypes 76 \
    ant_nets 0 \
    wl_per_cell_um 33.5 \
    ys_cells 28500 \
    netlist_instances 28500 \
    syn-cell-area_mm2 0.632 \
    clkPwrFrac_pct 42.1 \
    cts_tree "done" \
    hold_class "reg -> reg" \
    nFillCells 189000 \
    grt_pass1_vias 346000 \
    sw_frac_of_total_pct 21.7 \
    top_cell_area_share_pct 77.8 \
    synthTopCellsByArea "edfxtp_1 78%, mux4_2 14%, mux2i_1 2.3%, nor2_1 0.72%, o221ai_1 0.67%" \
    failed_checks "capacitance limit, slew limit" \
    seq_area_mm2 0.492 \
    post_cts_buffers 0 \
    ys_seq_share_pct 77.9 \
    intPower_mw 23.4 \
    grt_pass1_wl_um 2770000 \
    relSlewSlack_pct -14.6 \
    crit_top_cell "buf_4" \
    setup_tns_ps 0 \
    clkTransAtPathRegs_ps 100 \
    grt_use_total_pct 20.5 \
    die_h_um 1450 \
    logic_area_mm2 0.132 \
    fp_util_pct 30.1 \
    postCtsHoldBufs 0 \
    crit_type "in -> reg" \
    power_frac_comb_pct 5.5 \
]
==> cell families (layout without fill, tap and decap cells) <==
group,count (synthesis),after routing,synth area share (%)
flip-flops,16400,16400,77.9
multiplexers,5411,5411,16.3
AND/OR/NAND/NOR,2752,2752,1.84
AND-OR/OR-AND,2131,2131,2.33
buffers and inverters,1757,5522,1.69
other,0,439,0
==> power groups by stage <==
stage / sequential, mW / combinational [mW] / clock (mW)
4_1_cts: 15.7 / 1.60 / 12.7
5_1_grt: 15.7 / 1.70 / 13.3
6_report: 15.7 / 1.63 / 12.6
==> sequential cells by signal, summed over array words and instances (netlist names) <==
| signal | cells |
|---|---|
| q | 16 |
| ram | 16384 |
==> cell type report <==
class                           instances  area share, %
Sequential cell                     16400           67.2
Antenna cell                          439          0.150
Timing Repair Buffer                 2477           2.63
Clock inverter                        959           1.13
Multi-Input combinational cell      10300           18.0
Inverter                                8        0.00939
Tap cell                            28100           4.79
Clock buffer                         2078           6.08
==> layout by cell type (no fill, tap or decap), types with 143 or more instances in the layout <==
cell and n:
edfxtp_1 16400, mux4_2 3890, buf_4 2386, clkbuf_16 1728
mux2i_1 1447, nand2_1 814, nor2_2 607, nor2_1 591
o221ai_1 479, diode_2 439, clkinv_1 423, a21oi_1 401
o22ai_1 397, clkbuf_1 349, clkinv_2 305, o21ai_0 224
nand3_1 194, bufinv_16 143
==> metrics by stage <==
stage / cells / setup WS (ps) / area [um2] / utilization (%) / power (mW)
floorplan: 28500 / 35690 / 632000 / - / 16.7
global placement: 57300 / 29860 / 679000 / 32.3 / 17.6
detailed placement: 57300 / 29850 / 679000 / 32.3 / 17.6
CTS: 60300 / 30150 / 732000 / 34.8 / 30.0
global route: 60500 / 29530 / 732000 / 34.8 / 30.6
finish: 60700 / 30180 / 733000 / 34.8 / 29.9
==> path summary, 6_finish.rpt <==
check	slack [ps]	depth (start not counted)	from	endpoint
max in group clk1	35120	7	data[3]	ram[792][3]$_DFFE_PP_
min in group clk1	8730	1	data[13]	ram[572][13]$_DFFE_PP_
min	2210	6	ram[588][8]$_DFFE_PP_	q[8]$_DFF_P_
max reg2reg	42870	9	ram[801][11]$_DFFE_PP_	q[11]$_DFF_P_
max	30180	17	read_addr[0]	q[5]$_DFF_P_
min reg2reg	2210	6	ram[588][8]$_DFFE_PP_	q[8]$_DFF_P_
==> layer usage <==
metal / part of all wire [%] / vias to the layer above / global-route usage (%)
li1: - / 126000 / -
met1: 26 / 158000 / 17.1
met2: 44 / 26800 / 28.2
met3: 24 / 4437 / 22.2
met4: 6.2 / 340 / 10.1
met5: 0.77 / - / 7.70
==> cells in the mapped netlist, drive strengths merged (36+ instances only) <==
cell type      n
nand4         40
a31oi        103
and3          80
nor2        1213
and2          44
buf         1148
clkbuf       601
nand3        222
a22oi         77
o21ai        242
mux4        3890
a311oi        47
o22ai        399
a221oi        61
o221ai       481
mux2i       1451
a21oi        405
mux2          70
nand2        855
nor3         170
edfxtp     16400
a211oi        60
a32oi         49
o211ai        36
==> critical path: cells and delay by family <==
family          cells  cell delay (ps)
buf+inv            11             5420
compound gates      2             1340
mux                 2             1120
simple gates        2              370
Power and IR drop assume default switching activity.
